## /design/flow/design.v

```verilog
module d_ff #(parameter WIDTH=32)(
	input clk,
	input reset,
	input en,     
	input [WIDTH-1:0] d,
	output reg [WIDTH-1:0] q
);
	always@(posedge clk) begin
		if(reset) q<=0;
		else if(en) q<=q;
		else q<=d;
	end
endmodule
module data_mem #(parameter DATA_WIDTH=32, ADDR_WIDTH=32, MEM_SIZE=128)(
	input clk,
	input wr_en,
	input [ADDR_WIDTH-1:0] addr,
	input [DATA_WIDTH-1:0] wr_data,
	output [DATA_WIDTH-1:0] rd_data_mem
);
	reg [DATA_WIDTH-1:0] data_ram [0:MEM_SIZE-1];
	assign rd_data_mem = data_ram[addr];
	always@(negedge clk) begin
		if(wr_en) data_ram[addr] <= wr_data;
	end
endmodule 
module memory_write(
	input clk,
	input reset,
	input reg_wr_en,
	input mem_wr_en,
	input mem_to_reg_wr,
	input [4:0] reg_wr_addr,
	input [31:0] mem_wr_data,
	input [31:0] alu_result,
	output mem_wb_reg_wr_en,
	output mem_wb_mem_to_reg_wr,
	output mem_reg_wr_en,
	output mem_mem_to_reg_wr,
	output [4:0] mem_reg_wr_addr,
	output [4:0] mem_wb_reg_wr_addr,
	output [31:0] mem_wb_mem_rd_data,
	output [31:0] mem_alu_result,
	output [31:0] mem_wb_alu_result
);
	wire [31:0] mem_wr_addr;
	wire [31:0] mem_rd_data;
	assign mem_wr_addr = alu_result;
	assign mem_mem_to_reg_wr = mem_to_reg_wr;
	assign mem_reg_wr_en = reg_wr_en;
	assign mem_reg_wr_addr = reg_wr_addr;
	assign mem_alu_result = alu_result;
	data_mem data_mem_inst(
		.clk(clk),
		.wr_en(mem_wr_en),
		.addr(mem_wr_addr),
		.wr_data(mem_wr_data),
		.rd_data_mem(mem_rd_data)
	);
	d_ff mem_wb_mem_to_reg_wr_inst(
		.clk(clk),
		.reset(reset),
		.en(1'b0),
		.d(mem_to_reg_wr),
		.q(mem_wb_mem_to_reg_wr)
	); defparam mem_wb_mem_to_reg_wr_inst.WIDTH=1;
	d_ff mem_wb_reg_wr_en_inst(
		.clk(clk),
		.reset(reset),
		.en(1'b0),
		.d(reg_wr_en),
		.q(mem_wb_reg_wr_en)
	); defparam mem_wb_reg_wr_en_inst.WIDTH=1;
	d_ff mem_wb_reg_wr_addr_inst(
		.clk(clk),
		.reset(reset),
		.en(1'b0),
		.d(reg_wr_addr),
		.q(mem_wb_reg_wr_addr)
	); defparam mem_wb_reg_wr_addr_inst.WIDTH=5;
	d_ff mem_wb_alu_result_inst(
		.clk(clk),
		.reset(reset),
		.en(1'b0),
		.d(alu_result),
		.q(mem_wb_alu_result)
	);
	d_ff mem_wb_mem_rd_data_inst(
		.clk(clk),
		.reset(reset),
		.en(1'b0),
		.d(mem_rd_data),
		.q(mem_wb_mem_rd_data)
	);
endmodule
```

## /design/flow/run.sh

```bash
#!/bin/bash
# OpenROAD 26Q1-2900-gdf79404cd8, Yosys 0.63+post, stock flow scripts
make -C /OpenROAD-flow-scripts/flow DESIGN_CONFIG=/design/flow/config.mk WORK_HOME=/design/flow/orfs finish
```

## /design/flow/config.mk

```make
export PLATFORM = sky130hd
export DESIGN_NAME = memory_write
export DESIGN_NICKNAME = memory_write
export VERILOG_FILES = /design/flow/design.v
export SDC_FILE = /design/flow/constraint.sdc
export NUM_CORES = 4
export LEC_CHECK = 1
export CORE_UTILIZATION = 30
```

## /design/flow/constraint.sdc

```tcl
current_design memory_write

set clk_period 90.0
set clk_io_pct 0.2

create_clock -name clk0 -period $clk_period [get_ports {clk}]

set non_clock_inputs [all_inputs -no_clocks]
set_input_delay [expr $clk_period * $clk_io_pct] -clock clk0 $non_clock_inputs
set_output_delay [expr $clk_period * $clk_io_pct] -clock clk0 [all_outputs]
```

==> flow_summary.yaml <==
# implementation run metrics
power_and_ir_drop:
  power_density_nw_per_um2: 24.36
  cellLeakagePower_nw: 79.94
  peakVddDrop_uv: 19.12
detailed_routing:
  drc_errors: 0
  wire_per_inst_um: 27.22
  first_pass_iters: 9
  drtIter0Drc: 9534
  routed_wl_um: 576900
  antenna_left: 0
  vias: 108361
  vias_per_cell: 5.113
global_route:
  grt_pass1_wl_um: 800800
  antenna_found_initial: 50
  met2_usage_pct: 30.70
  grt_use_met3_pct: 20.88
  grt_usage_pct: 22.57
  met1_usage_pct: 21.39
  grt_overflow: 0
  grt_pass1_vias: 117560
  grt_max_degree: 90
  busiest_layer: "met2"
logic_synthesis:
  netlist_area_um2: 159700
  edf_count: 4096
  ys_sh_adder_pct: 0
  yosys_area_um2: 159700
  synth-simple-area-share_pct: 3.296
  ff_type: "edfxtp_1"
  synth-seq-cells: 4167
  ys_types: 76
  yosys_warnings: 4
  synth_cells: 9279
  mux_share_pct: 4.712
  xor_share_pct: 0
  synthArstFlopShare_pct: 0
  synthAoiAreaFrac_pct: 11.78
  yosys_cells: 9279
  avgSynthCellArea_um2: 17.21
  synthTopLogicFamily: "AND-OR/OR-AND gates"
  ys_seq_share_pct: 77.93
clock_network:
  htreeDepth: 5
  clock-sinks: 4167
  numCtsBuffers: 418
  cts.repair_timing.setup_buffer_count: 0
  clk-insertion-delay-late_ps: 1040
  cts_hold_buf: 0
  cts.path.max_buffers: 4
  cts_resized: 0
  path_clk_slew_ps: 60
  root_buffer: "clkbuf_16"
  cts_tree: "yes"
sta:
  finalHoldViolCount: 0
  skew_ps: 91.04
  finalSetupViolCount: 0
  rsz0062_at_grt: "false"
  slew_headroom_pct: 13.57
  whs_ps: 17550
  setup_tns_ps: 0
  worst_pin_slew_ps: 1280
  maxSlewViolCount: 0
  fin_ws_ps: 23320
min_path:
  hold_path.class: "in2reg"
  hp-start: "alu_result[31]"
layout:
  lay_top_cells: "inv_1 (4210), edfxtp_1 (4096), buf_4 (576)"
  layout-drive-gt1-share_pct: 12.41
  area_delta_synth_final_pct: 26.54
  mostFrequentLayoutCell: "inv_1"
floorplanning:
  floorplan.core_util_pct: 30.15
  rows: 267
  io_pins: 184
  die_y_um: 731.5
  core_um2: 529500
  die-area_um2: 535100
  die_w_um: 731.5
run:
  maxCapViolCount: 0
  warnings: 1027
placement:
  port_buffers: 183
  dp_slack_ps: 22440
  hpwl_um: 351000
  gp_congestion: 1.021
worst_setup_path:
  critical_path_arrival_ps: 22280
  critical_path_peak_fanout: 49
  cp.required_ps: 45600
  r2r-start: "data_mem_inst.data_ram[36][18]"
  critPathLaunch: "alu_result[1]"
  cp-end-kind: "flop"
  critPathLaunchType: "primary input"
  critical_path_class: "in2reg"
status:
  status: "finished, final reports clean"
==> metrics by stage <==
stage | instances | power, mW | instance area (µm²) | utilization (%)
after floorplan | 9279 | 2.560 | 159700 | -
after global placement | 16259 | 2.720 | 172200 | 32.52
after detailed placement | 16259 | 2.721 | 172200 | 32.52
after CTS | 21108 | 4.975 | 201800 | 38.11
after global routing | 21175 | 5.208 | 202000 | 38.14
final | 21195 | 4.922 | 202000 | 38.15
==> path summary, 6_finish.rpt <==
check,endpoint,slack [ps],cells past startpoint
worst max-delay path,data_mem_inst.data_ram[78][21],23320,8
worst min-delay path,mem_wb_alu_result_inst.q[31],17550,2
worst max register to register,mem_wb_mem_rd_data_inst.q[18],40770,8
worst min register to register,mem_wb_mem_rd_data_inst.q[17],45950,4
==> layer usage <==
metal | vias up | part of all wire (%)
met5 | - | 0.34
met4 | 56 | 6.2
met3 | 1363 | 19
met2 | 7537 | 44
met1 | 52036 | 30
li1 | 47369 | -
==> registers in the layout, summed over array words and instances, names as in the netlist <==
name,count
mem_wb_reg_wr_en_inst.q,1
mem_wb_mem_to_reg_wr_inst.q,1
data_mem_inst.data_ram,4096
mem_wb_alu_result_inst.q,32
mem_wb_reg_wr_addr_inst.q,5
mem_wb_mem_rd_data_inst.q,32
==> critical path, cell delays in order <==
cell     delay, ps
buf_8          350
buf_4          640
buf_4          500
nor2b_4        780
buf_4          610
nand2_1        360
nor2_4         410
buf_4          460
==> Yosys cell counts, types with 14 or more instances <==
cell type     n  area share, %
nand4_1      17          0.067
a211o_1      18          0.099
nand2_1     448            1.1
o31a_1       14          0.077
o21ai_0     304           0.95
o31ai_1      19          0.089
mux4_2      122            1.7
nor2b_1      61           0.24
edfxtp_1   4096             77
buf_1       101           0.24
a211oi_1     47           0.22
o311a_1      17           0.11
o32a_1       14          0.088
dfxtp_1      71           0.89
a32oi_1      14          0.077
o22a_1       16          0.088
a21bo_2      21           0.13
nor2_1      354           0.83
o2111ai_1    27           0.15
mux2i_1     302            1.9
o211ai_1     40           0.19
a221o_1     102           0.64
a21oi_1     495            1.6
or3_1        28           0.11
o22ai_1     137           0.54
nand3_1      84           0.26
inv_1        33          0.078
o32ai_1      28           0.15
buf_4        85           0.40
and3_1       22          0.086
a22oi_1     393            1.8
a31oi_1      47           0.18
nor3_1       70           0.22
a22o_1       87           0.48
o2bb2ai_1    14          0.077
nor4_1       24          0.094
a221oi_1    357            2.0
mux2_2      148            1.0
o221ai_1     51           0.28
clkbuf_1    295           0.69
a222oi_1    172            1.1
a2111oi_0    15          0.082
nand2b_1     15          0.059
buf_2       263           0.82
==> kinds of logic after synthesis <==
family / after synthesis
flip-flops: 4167
AND-OR/OR-AND: 2569
AND/OR/NAND/NOR: 1179
buffers and inverters: 786
multiplexers: 578
==> power breakdown <==
| group | switching [mW] | leakage, nW | internal [mW] |
|---|---|---|---|
| registers | 0.00290 | 37.4 | 2.16 |
| logic | 0.207 | 13.7 | 0.0704 |
| clock network | 1.21 | 28.8 | 1.27 |
==> cell type report <==
type / instances / area, µm²
Multi-Input combinational cell: 4326 / 32820
Clock buffer: 426 / 10650
Antenna cell: 87 / 217.7
Timing Repair Buffer: 736 / 6052
Inverter: 35 / 151.4
Tap cell: 6994 / 8751
Sequential cell: 4167 / 124400
Fill cell: 47384 / 327500
Clock inverter: 4424 / 18960
Power is estimated from default activity; no workload was simulated.
