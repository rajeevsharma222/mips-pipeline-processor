==> flow/design.v <==
module reg_file #(parameter DATA_WIDTH=32)(
	input clk,
	input wr_en,
	input [4:0] rd_addr1, rd_addr2, wr_addr,
	input [DATA_WIDTH-1:0] wr_data,
	output [DATA_WIDTH-1:0] rd_data1, rd_data2
);
	reg [DATA_WIDTH-1:0] reg_bank [0:31];
	integer i;
	initial begin
		for(i=0;i<32;i=i+1) reg_bank[i]=i;
	end
	always@(negedge clk) begin
		if(wr_en) reg_bank[wr_addr]<=wr_data;
	end
	assign rd_data1 = reg_bank[rd_addr1];
	assign rd_data2 = reg_bank[rd_addr2];
endmodule 
==> flow/run.sh <==
#!/bin/bash
# OpenROAD 26Q1-2900-gdf79404cd8, Yosys 0.63+post, stock flow scripts
make -C /OpenROAD-flow-scripts/flow DESIGN_CONFIG=/design/flow/config.mk WORK_HOME=/design/flow/orfs finish
==> flow/config.mk <==
export PLATFORM = sky130hd
export DESIGN_NAME = reg_file
export DESIGN_NICKNAME = reg_file
export VERILOG_FILES = /design/flow/design.v
export SDC_FILE = /design/flow/constraint.sdc
export NUM_CORES = 4
export LEC_CHECK = 1
export CORE_UTILIZATION = 30
==> flow/constraint.sdc <==
current_design reg_file

set clk_period 8.5
set clk_io_pct 0.2

create_clock -name clk0 -period $clk_period [get_ports {clk}]

set non_clock_inputs [all_inputs -no_clocks]
set_input_delay [expr $clk_period * $clk_io_pct] -clock clk0 $non_clock_inputs
set_output_delay [expr $clk_period * $clk_io_pct] -clock clk0 [all_outputs]
==> results.yml <==
# yosys + openroad results
logic_synthesis:
  synthesis.area_per_instance_sq_um: 14.40
  synth_stat.cells: 3387
  postSynthCellCount: 3387
  yosys-stat-area_sq_um: 48760
  yosys.area_share.xor_xnor: 0
  synth_simple_gate_area_share: 0.04716
  synth_flop_count: 1024
  synthesis.yosys.warnings: 1
  syn_area_sq_um: 48760
  number_of_unique_standard_cell_types_used_by_synthesis: 24
  synth.logic.top_family: "multiplexers"
  mux_cell_area_share_after_synthesis: 0.2102
  synth-adder-area-share: 0
  yosys.stat.seqShare: 0.6306
  yosys_aoi_share: 0.08046
layout:
  mostFrequentLayoutCell: "sky130_fd_sc_hd__inv_1"
  top_regs: "reg_bank x1024"
  post_route_cells_drive_above_1_share: 0.1059
  regMostFlops: "reg_bank"
  synthToLayoutAreaGrowth_pct: 26.28
  design_area_sq_um: 61580
  largest_register_ffs: 1024
  mostFrequentLayoutCells: "sky130_fd_sc_hd__inv_1 (1039), sky130_fd_sc_hd__mux2i_1 (1024), sky130_fd_sc_hd__edfxtp_1 (1024)"
detailed_routing:
  drcViolationCount: 0
  route.detailed.vias_per_inst: 5.063
  wl_per_cell_um: 22.85
  detailroute.via_count: 34380
  drt_iter0_markers: 2411
  drt.antenna.violating_nets: 0
  drt_pre_antenna_iters: 6
  route.final.wire_length_um: 155100
grt:
  global_route.overflow_total: 0
  grt_pass1_wl_um: 226700
  first_global_vias: 37870
  largest_net_degree_at_the_start_of_global_routing: 99
  grt_antenna_before_repair: 3
  global_route.usage.total: 0.1993
floorplanning:
  design.core.area_sq_um: 160900
  die_height_um: 405.2
  fp.dieArea_sq_um: 164200
  io-pin-count: 113
  fp_util: 0.3030
  die_w_um: 405.2
  std_cell_rows: 147
pwr:
  power_per_cell_area_nw_per_um2: 225.3
  sequentialPowerShare: 0.410
  switching_share: 0.2855
  power.internal_uw: 9913
  cellLeakagePower_uw: 0.02631
  netSwitchingPower_uw: 3961
  share_clk_of_total_power: 0.511
  share_comb_of_total_power: 0.079
  peakVddDrop_mv: 0.1930
sta:
  rsz0062_at_grt: "true"
  fin_worst_hold_slack_ns: 4.708
  setup_viol: 0
  final_hold_viol_count: 0
  relSlewSlack: 0.3675
  drv_slew: 0
  tightest_slew_ns: 0.9487
clocking:
  cts.reportedPaths.clkPinSlew_ns: 0.03
  cts_tree: "done"
  clkSinkCount: 1024
  holdBufCountCts: 0
  cts_made_buffers: 111
  post-cts-setup-buffers: 0
  clock_tree.htree_level_count: 3
  clock_path_buffers: 3
  clockRootBuffer: "sky130_fd_sc_hd__clkbuf_16"
placement:
  place_area_sq_um: 53130
  gp_congestion: 0.8712
  io_buffers: 112
  dp_wirelength_um: 87910
setup_path:
  crit_path_cell_trace: "mux2i_1 > a22o_1 > nor3_2 > a31oi_2 > nand3_1 > clkdlybuf4s50_1"
  kind_of_capture_point_of_the_worst_setup_path: "output port"
  worstSetupPathType: "reg2out"
  path_max_fanout: 2
  crit_path_start_kind: "flip-flop"
  timing.critical_path.slowest_stage_cell: "sky130_fd_sc_hd__clkdlybuf4s50_1"
  required_worst_endpoint_ns: 6.80
  critPathBufInv: 1
  timing.critical_path.slowest_cell_delay_ns: 0.52
  path_delay_family: "buffers and inverters"
  arrival_ns: 6.75
flow_run:
  tool_warnings: 1029
  timing.max_cap.violations: 0
min_path:
  hold_path_class: "in2out"
outcome:
  outcome: "finished clean"
## power groups by stage
stage	Clock, uW	Combinational, uW	Sequential (uW)
global route	7920	1150	5680
finish	7090	1090	5690
CTS	7320	1080	5690
## final cells by class
cell class | count | area [sq um]
Clock buffer | 113 | 2828
Antenna cell | 1 | 2.502
Clock inverter | 1122 | 5046
Fill cell | 14740 | 99360
Sequential cell | 1024 | 30750
Multi-Input combinational cell | 2109 | 17350
Tap cell | 2160 | 2703
Timing Repair Buffer | 261 | 2903
## Yosys cell counts (all sizes together)
cell type | number | area (sq um)
a21oi | 192 | 960.9
a22o | 128 | 1121
a22oi | 192 | 1441
a31oi | 64 | 400.4
and2 | 2 | 12.51
buf | 176 | 1234
clkbuf | 77 | 304.0
edfxtp | 1024 | 30750
inv | 1 | 3.750
mux2i | 1024 | 10250
nand2 | 195 | 732.0
nand2b | 4 | 25.02
nand3 | 194 | 970.9
nand3b | 5 | 37.54
nor2 | 35 | 131.4
nor2b | 4 | 25.02
nor3 | 64 | 320.3
or2 | 2 | 12.51
or3 | 1 | 6.260
or3b | 3 | 26.28
## cell families after synthesis
family | count (synthesis)
buffers and inverters | 254
AND-OR/OR-AND | 576
AND/OR/NAND/NOR | 509
multiplexers | 1024
flip-flops | 1024
## metrics by stage
stage	setup slack (ns)	power, uW	instances	TNS [ns]	util
floorplan	0.1159	7037	3387	0	-
global placement	0.3771	7517	5555	0	0.3302
detailed placement	0.3780	7522	5555	0	0.3302
CTS	-0.04922	14080	6789	-0.1448	0.3808
global route	-0.05105	14760	6789	-0.07484	0.3826
finish	0.04734	13870	6790	0	0.3826
## routing by layer
layer | vias to the layer above | GRT usage | share of wire
met3 | 290 | 0.1265 | 0.12
li1 | 15720 | - | -
met5 | - | 0.002676 | 0.00048
met2 | 1744 | 0.2989 | 0.48
met1 | 16620 | 0.2265 | 0.36
met4 | 4 | 0.08612 | 0.031
## worst paths after layout
| check | startpoint | endpoint | depth (start not counted) |
|---|---|---|---|
| max | reg_bank[2][18]$_DFFE_NP_ | rd_data1[18] | 6 |
| min | rd_addr1[1] | rd_data1[8] | 6 |
## repair_timing
action	CTS	global route
endpoints found under the setup margin	36	39
pin swaps	2	2
resized	51	51
Power figures rest on the tool's default switching activity, not on a simulated workload.
