### design/flow/run.sh
#!/bin/bash
# OpenROAD 26Q1-2900-gdf79404cd8, Yosys 0.63+post, stock flow scripts
make -C /OpenROAD-flow-scripts/flow DESIGN_CONFIG=/design/flow/config.mk WORK_HOME=/design/flow/orfs finish
### design/flow/config.mk
export PLATFORM = sky130hd
export DESIGN_NAME = btb
export DESIGN_NICKNAME = btb
export VERILOG_FILES = /design/flow/design.v
export SDC_FILE = /design/flow/constraint.sdc
export NUM_CORES = 4
export LEC_CHECK = 1
export CORE_UTILIZATION = 40
### design/flow/constraint.sdc
current_design btb

set clk_period 17.1
set clk_io_pct 0.2

create_clock -name clk0 -period $clk_period [get_ports {clk}]

set non_clock_inputs [all_inputs -no_clocks]
set_input_delay [expr $clk_period * $clk_io_pct] -clock clk0 $non_clock_inputs
set_output_delay [expr $clk_period * $clk_io_pct] -clock clk0 [all_outputs]
### design/flow/design.v
module btb #(
    parameter INDEX_BITS = 6,    
    parameter TAG_BITS   = 20    
)(
    input  wire                        clk,
    input  wire                        reset,
    input  wire [INDEX_BITS-1:0]       pc_index,
    input  wire [TAG_BITS-1:0]         pc_tag,
    output wire                        hit,
    output wire [31:0]                 target_out,
    input  wire                        update_en,
    input  wire [INDEX_BITS-1:0]       update_index,
    input  wire [TAG_BITS-1:0]         update_tag,
    input  wire [31:0]                 update_target
);
    localparam N = (1<<INDEX_BITS);
    integer i;
    reg [TAG_BITS-1:0] tag_array [0:N-1];
    reg [31:0]         target_array [0:N-1];
    reg                valid [0:N-1];
    wire [TAG_BITS-1:0] lookup_tag = tag_array[pc_index];
    wire                lookup_valid = valid[pc_index];
    assign hit = lookup_valid && (lookup_tag == pc_tag);
    assign target_out = target_array[pc_index];
    always @(posedge clk) begin
        if (reset) begin
            for (i = 0; i < N; i = i + 1) begin
                valid[i] <= 1'b0;
                tag_array[i] <= {TAG_BITS{1'b0}};
                target_array[i] <= 32'h0;
            end
        end else if (update_en) begin
            valid[update_index] <= 1'b1;
            tag_array[update_index] <= update_tag;
            target_array[update_index] <= update_target;
        end
    end
endmodule
==> results.py <==
# Physical implementation metrics
metrics = {
    "clock_network": {
        "cts_resized": 0,
        "cts_buffers": 351,
        "clk_path_buf_depth": 4,
        "h-tree-depth": 5,
        "cts_tree": "yes",
        "clock_latency_ns": 0.94,
        "post-cts-setup-buffers": 0,
        "holdBufCountCts": 0,
        "clock_sinks": 3392,
        "clk_pin_slew_ns": 0.06,
        "clock-root-buffer": "clkbuf_16",
    },
    "sta": {
        "final_hold_viol_count": 0,
        "drv_slew": 0,
        "min_period_over_period_pct": 76.07,
        "fin_skew_ns": 0,
        "max_freq_mhz": 76.88,
        "fin_crit_ns": 13.01,
        "setup_viol": 0,
        "rsz0062_at_grt": "no",
        "slew_headroom_pct": 23.11,
        "fin_tns_setup_ns": 0,
        "worst_slew_pin_slew_ns": 1.153,
    },
    "critical_path": {
        "r2r_slack_ns": 16.51,
        "cpMaxStageDelayCell": "a221oi_1",
        "cp_data_arrival_time_ns": 9.59,
        "worstPathRequired_ns": 13.68,
        "crit_top_cell": "buf_4",
        "r2r-start": "valid[14]",
        "crit_fanout": 96,
        "start_kind": "input port",
        "r2r_end": "valid[14]",
        "worstRegToRegCells": 1,
        "max_stage_delay_ns": 0.89,
        "crit_type": "in2out",
        "path_cells": "buf_8, buf_4, buf_4, buf_12, mux4_2, a22o_1, a221oi_1, o22ai_1, nor3_1, xor2_1, nand4_1, nor4_2, clkdlybuf4s50_1",
        "worstSetupEndpointType": "output port",
    },
    "worst_hold_path": {
        "hold_path.class": "reg2reg",
        "hold_depth": 1,
        "min_to": "valid[18]",
        "min_from": "valid[18]",
    },
    "drt": {
        "wire_per_inst_um": 35.53,
        "antenna_left": 0,
        "first_iter_violations": 6104,
        "routed_via_density": 5.760,
        "wirelength_um": 521300,
        "drt-pass1-iter-count": 5,
        "drcViolationCount": 0,
        "num_vias": 84500,
    },
    "place": {
        "place_area_sq_um": 160800,
        "io_buffers": 119,
        "gp_congestion": 0.9461,
        "dp_hpwl_um": 294300,
    },
    "synth": {
        "post_synth_num_cell_types": 68,
        "yosys_area_sq_um": 153200,
        "syn_area_sq_um": 153200,
        "synthTopCellsByArea": "edfxtp_1 (65%), mux4_2 (14%), and2_1 (14%), clkbuf_1 (1.9%), dfxtp_1 (0.84%)",
        "async_flop_share_pct": 0,
        "synth.top_cell.area_share_pct": 65.24,
        "most_common_cell": "and2_1",
        "ys.flop_type": "edfxtp_1",
        "numSynthFlops": 3392,
        "top_cells_by_count": "and2_1 (3333), edfxtp_1 (3328), mux4_2 (972)",
        "edf_count": 3328,
        "ys_seq_share_pct": 66.08,
        "yosys.area.top_type": "edfxtp_1",
        "synth.avg_cell_area_sq_um": 16.19,
        "ys_warn_count": 1,
        "synthCells": 9462,
        "yosys_cells": 9462,
    },
    "floorplanning": {
        "die.size.y_um": 620.8,
        "pin_count": 120,
        "die_w_um": 620.8,
        "row_count": 226,
        "dieArea_sq_um": 385400,
        "initial_utilization_pct": 40.30,
        "core_area_sq_um": 380000,
    },
    "run": {
        "maxCapViolations": 0,
        "warning_count": 26,
    },
    "final_layout": {
        "fin_area_sq_um": 172000,
        "post_route_cells_drive_above_1_share_pct": 21.60,
        "synthToLayoutAreaGrowth_pct": 12.28,
    },
    "outcome": {
        "status": "complete, no violations",
    },
    "power": {
        "ir_drop_v": 0.00007661,
        "p_leak_nw": 58.83,
        "power.density_nw_per_um2": 109.1,
        "p_total_mw": 18.76,
    },
    "global_route": {
        "antenna_found_initial": 41,
        "grt.overflow.total": 0,
        "grt_pass1_vias": 91000,
        "grt_max_degree": 97,
        "track_usage_pct": 29.95,
        "grt_pass1_wl_um": 721400,
    },
}
[per-layer routing]
layer	vias to the layer above	GRT usage (%)	part of all wire [%]
li1	34770	-	-
met1	41400	30.81	28
met2	6997	42.90	46
met3	1276	26.14	20
met4	60	11.96	5.4
met5	-	4.369	0.39
[flip-flops by register name (all words and copies together), names as in the netlist]
signal,count
tag_array,1280
valid,64
target_array,2048
[stage by stage]
step                worst slack [ns]  utilization (%)  hold WS, ns  cells
global route                   3.810            45.24       0.4644  14650
floorplan                      7.632                -       0.4252   9462
finish                         4.092            45.26       0.4507  14670
global placement               4.223            42.31       0.4314  14000
CTS                            4.171            45.23       0.4510  14630
detailed placement             4.198            42.31       0.4370  14000
[power breakdown]
part	switching [mW]	internal [mW]
registers	0.106	9.53
logic	1.03	0.559
clock network	3.26	4.27
total	4.40	14.4
[cells by family (layout without fill, tap and decap cells)]
logic type | Yosys count | count (layout) | synth area share, %
and+or+nand+nor | 3625 | 3625 | 14.53
DFF | 3392 | 3392 | 66.08
muxes | 1090 | 1090 | 15.08
buffers and inverters | 1001 | 1156 | 2.731
AOI/OAI and AO/OA | 341 | 341 | 1.514
xor gates and xnor gates | 13 | 13 | 0.07433
other | 0 | 38 | 0
[worst max path at each step]
stage	start	to	depth (start not counted)	slack, ns
global route	pc_index[1]	hit	13	3.81
CTS	pc_index[1]	hit	13	4.17
finish	pc_index[1]	hit	13	4.09
[cell usage in the layout (no fill, tap or decap), types with 60 or more instances in the layout]
master / n
edfxtp_1: 3328
nor2_4: 62
clkdlybuf4s50_1: 61
clkbuf_16: 358
o21ai_4: 62
clkinv_1: 71
a21o_1: 65
and2_1: 3333
nand2_1: 68
clkinv_2: 60
mux2i_1: 101
buf_4: 373
clkbuf_1: 83
dfxtp_1: 64
mux4_2: 972
[cell type report]
cell class / instances / area, sq um
Fill cell: 31520 / 208100
Multi-Input combinational cell: 5069 / 48980
Tap cell: 5016 / 6276
Sequential cell: 3392 / 101200
Clock inverter: 185 / 1769
Inverter: 9 / 56.30
Antenna cell: 38 / 95.09
Timing Repair Buffer: 516 / 4254
Clock buffer: 446 / 9339
[critical path, delay by kind of cell]
family          cells  cell delay [ns]
xor+xnor            1             0.18
buf+inv             5             2.64
compound gates      3             1.30
mux                 1             0.42
simple gates        3             1.38
Power and IR drop assume default switching activity.
